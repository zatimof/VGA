==> design/flow/design.v <==
module vga2(host_reset,
				gen,
				rgb,
				hs,
				vs,
				rom_addr,
				rom_data,
				rom_oe,
				rom_we,
				ram_addr,
				ram_data,
				ram_we,
				host_data,
				host_busy,
				host_ad,
				host_cs
				);
input		gen, host_reset, host_cs, host_ad;
input		[7:0]		host_data;							 
output 	hs, vs, rom_oe, rom_we, ram_we, host_busy;
output	[5:0]		rgb;									 
output	[16:0]	rom_addr;							 
output	[13:0]	ram_addr;							 
inout		[7:0]		rom_data, ram_data;				 
reg		hs, vs, host_busy;							 
reg		[5:0]		rgb;									 
reg 		[10:0]	hreg;									 
reg		[9:0]		vreg;									 
reg		[7:0]		rom_reg,temp_reg1;				 
reg		[4:0]		cntrl_reg;							 
reg		[7:0]		sym_color;							 
reg		[2:0]		sym_attr;							 
reg		[16:0]	rom_addr_int,rom_addr_ext;		 
reg		[13:0]	ram_addr_int,ram_addr_ext;		 
reg		[4:0]		blink_dev;							 
wire		[7:0]		rom_input, ram_input;			 
assign 	ram_data[7:0] = ((~host_busy) && (~host_ad) && (~ram_we) && (~cntrl_reg[2])) ? host_data[7:0] : 8'bz;
assign 	rom_data[7:0] = ((~host_busy) && (~host_ad) && (~rom_we) && (cntrl_reg[2])) ? host_data[7:0] : 8'bz;
assign	ram_input[7:0] = host_busy ? ram_data[7:0] : 8'b0;
assign	rom_input[7:0] = host_busy ? rom_data[7:0] : 8'b0;			
assign	ram_we = ((~host_busy) && (~host_ad) && (~cntrl_reg[2])) ? host_cs : 1'b1;
assign	rom_we = ((~host_busy) && (~host_ad) && (cntrl_reg[2])) ? host_cs : 1'b1;
assign	rom_oe = ~rom_we;
assign	ram_addr[13:0] = host_busy ? ram_addr_int[13:0] : ram_addr_ext[13:0];
assign	rom_addr[16:0] = cntrl_reg[2] ? rom_addr_ext[16:0] : rom_addr_int[16:0];
always @(negedge gen)
begin 
	if(hreg[10:0]==11'd1600)							 
	begin
		hreg[10:0] <= 11'd0;
		if(vreg[9:0]==10'd525)							 
		begin
			vreg[9:0] <= 10'd0;
			blink_dev[4:0] <= blink_dev[4:0] + 5'd1;	 
		end
		else		
			vreg[9:0] <= vreg[9:0] + 10'd1;			 
	end
	else
		hreg[10:0] <= hreg[10:0] + 11'd1;			 
	if((hreg[10:0]==11'd1344) && host_reset)				 
		hs <= 1'd0;
	if(hreg[10:0]==11'd1536)							 
		hs <= 1'd1;
	if((vreg[9:0]==10'd490) && host_reset)				 
		vs <= 1'd0;
	if(vreg[9:0]==10'd492)								 
		vs <= 1'd1;
	if((vreg[9:0]<10'd480) && host_reset)					 
		host_busy <= 1'b1;
	else
		host_busy <= 1'b0;
	if((hreg[10:0]>11'd15) && (hreg[10:0]<11'd1296) && host_busy && host_reset)	 
	begin
		if(rom_reg[~hreg[3:1]]==1'b1)					 
		begin													 
			if(sym_color[3:0] == 4'd6)					 
				rgb[5:0] <= 6'b010100;
			else
			begin
				rgb[2:0] <= sym_color[2:0];			 
				if(sym_color[3])
					rgb[5:3] <= 3'b111;
				else
					rgb[5:3] <= 3'b000;
			end
		end	
		else
		begin													 
			if(sym_color[7:4] == 4'd6)					 
				rgb[5:0] <= 6'b010100;
			else
			begin
				rgb[2:0] <= sym_color[6:4];			 
				if(sym_color[7])
					rgb[5:3] <= 3'b111;
				else
					rgb[5:3] <= 3'b000;
			end
		end
	end	
	else
		rgb[5:0] = 6'd0;									 
	if(hreg[3:0] == 4'd0)								 
		ram_addr_int[13:0] <= {2'b00,vreg[8:4],hreg[10:4]};
	if(hreg[3:0]==4'd4)							
	begin
		temp_reg1[7:0] <= ram_input[7:0];			 
		ram_addr_int[13:0] <= {2'b01,vreg[8:4],hreg[10:4]};	 
	end
	if(hreg[3:0]==4'd8)
	begin
		rom_addr_int[16:0] <= {ram_input[7:3],temp_reg1[7:0],vreg[3:0]};	 
		sym_attr[2:0] <= ram_input[2:0];				 
		ram_addr_int[13:0] <= {2'b10,vreg[8:4],hreg[10:4]};	 
	end
	if((hreg[3:0]==4'd15) && host_busy)
	begin
		if(sym_attr[2] && ((vreg[3:0] == (4'd11 + cntrl_reg[4:3]))||(vreg[3:0] == (4'd12 + cntrl_reg[4:3]))))
			rom_reg[7:0] <= 8'd255;						 
		else
			rom_reg[7:0] <= rom_input[7:0];			 
		if(sym_attr[0] && blink_dev[4])				 
			if(sym_attr[1])								 
				sym_color[3:0] <= 4'd0;
			else
				sym_color[3:0] <= ram_input[7:4];
		else
			sym_color[3:0] <= ram_input[3:0];
		if(sym_attr[1] && blink_dev[4])				 
			sym_color[7:4] <= 4'd0;
		else
			sym_color[7:4] <= ram_input[7:4];	
	end
end
always @(posedge host_cs)
begin 
	if(host_reset)
		cntrl_reg[2] <= 1'b0;
	if(host_ad)												 
		if(cntrl_reg[2])
		begin
			if(host_data[7:6] == 2'b00)				 
				rom_addr_ext[5:0] <= host_data[5:0];
			if(host_data[7:6] == 2'b01)				 
				rom_addr_ext[11:6] <= host_data[5:0];
			if(host_data[7:6] == 2'b10)				 
				rom_addr_ext[16:12] <= host_data[4:0];					
		end
		else
		begin
			if(host_data[7])								 
				if(host_data[6:5] == 2'b11)
					cntrl_reg[4:0] <= host_data[4:0];
				else
					ram_addr_ext[13:7] <= host_data[6:0];
			else
				ram_addr_ext[6:0] <= host_data[6:0];
		end
	else
	begin
		if(ram_addr_ext[6:0] == 7'd79)				 
			if(ram_addr_ext[11:7] == 7'd29)			
				if(ram_addr_ext[13:12] == 2'b10)
					ram_addr_ext[13:0] <= 14'd0;		 
				else
					ram_addr_ext[13:0] <= ram_addr_ext[13:0] + 14'd305;	 
			else
				ram_addr_ext[13:0] <= ram_addr_ext[13:0] + 14'd49;	 
		else
			ram_addr_ext[13:0] <= ram_addr_ext[13:0] + 14'd1;	 
	end
end
endmodule
==> design/flow/run.sh <==
#!/bin/bash
# OpenROAD 26Q1-2900-gdf79404cd8, Yosys 0.63+post, stock flow scripts
make -C /OpenROAD-flow-scripts/flow DESIGN_CONFIG=/design/flow/config.mk WORK_HOME=/design/flow/orfs finish
==> design/flow/config.mk <==
export PLATFORM = sky130hd
export DESIGN_NAME = vga2
export DESIGN_NICKNAME = vga2
export VERILOG_FILES = /design/flow/design.v
export SDC_FILE = /design/flow/constraint.sdc
export NUM_CORES = 4
export LEC_CHECK = 1
export CORE_UTILIZATION = 30
==> design/flow/constraint.sdc <==
current_design vga2

set clk_period 2.5
set clk_io_pct 0.2

create_clock -name clk0 -period $clk_period [get_ports {gen}]
create_clock -name clk1 -period $clk_period [get_ports {host_cs}]

set non_clock_inputs [all_inputs -no_clocks]
set_input_delay [expr $clk_period * $clk_io_pct] -clock clk0 $non_clock_inputs
set_output_delay [expr $clk_period * $clk_io_pct] -clock clk0 [all_outputs]
==> results.txt <==
Physical design

The fraction of registers with async set/reset stands at 0%. The chip area from the yosys synthesis statistics stands at a little under 6000 sq um. The number of cells reported by Yosys stat comes to 498. In this run the core area contains ~50 standard-cell rows. The number of different library cells used by synthesis comes to between 50 and 60. In this run the vertical extent of the chip is 142.2 um. The synthesized design contains ~130 register bits. For this design the top-level I/O count stands at just over 70. At the end of routability-driven placement, the weighted congestion stood at between 0.8 and 0.9. The run stopped with a tool error. After synthesis the cells add up to between 5000 and 6000 sq um. Looking at the cell usage after synthesis, the top flip-flop cell is edfxtp_1. The die extent in x stands at approximately 140 um. Counting the warning lines in the Yosys log gives 3. A synthesized cell averages 11.83 sq um. In this run, post-CTS hold repair placed 0 buffers. The first error in the log reads "[error] [KeplerFormal.cpp:679] Workflow failed: Iso has multiple drivers: .host_data2, input4.X0".

It got as far as 4_1_cts and failed there. The estimated wirelength of the detail-placed design stands at 10200 um. The count of buffers added on input and output ports is ~53.

The share of the Yosys chip area taken by registers is 60.47%. Yosys mapped a number of flops with a built-in enable equal to between 100 and 150. The number of instances in the placed design stands at 810.

In this run, post-CTS repair resized a total of 107 instances. Buffers added to address setup during post-CTS repair amount to 4. For this configuration, the core starts out at a cell density of approximately 31%.

The synthesized instance count stands at ~500. The placed instances occupy a cell area of ~7000 sq um.
-- cell families after synthesis --
| family | Yosys count | synth area share (%) |
|---|---|---|
| adder cells (fa/ha/maj) | 9 | 1.911 |
| XOR/XNOR | 29 | 4.310 |
| buffers and inverters | 67 | 5.520 |
| AND-OR/OR-AND | 66 | 7.474 |
| flip-flops | 126 | 60.47 |
| AND/OR/NAND/NOR | 170 | 13.84 |
| multiplexers | 31 | 6.475 |
-- metrics by stage --
stage / utilization [%] / worst slack [ns] / hold slack, ns / setup TNS, ns
after floorplan: - / -0.1343 / 0.4003 / -1.144
after global placement: 36.30 / -0.5044 / 0.4061 / -25.61
after detailed placement: 36.30 / -0.5219 / 0.4045 / -25.95
-- synth_stat cells, types with 5 or more instances --
library cell | instances | area [sq um]
a21oi_1 | 17 | 85.08
and2_1 | 5 | 31.28
buf_2 | 7 | 35.03
buf_4 | 17 | 127.6
clkbuf_1 | 12 | 45.04
dfxtp_1 | 22 | 440.4
edfxtp_1 | 104 | 3123
ha_1 | 9 | 112.6
inv_1 | 29 | 108.9
mux2_2 | 27 | 304.0
nand2_1 | 56 | 210.2
nand3_1 | 13 | 65.06
nand4_1 | 11 | 68.82
nor2_1 | 37 | 138.9
nor2b_1 | 10 | 62.56
nor3_1 | 16 | 80.08
nor4_1 | 7 | 43.79
o21ai_0 | 16 | 80.08
o31ai_1 | 6 | 45.04
xnor2_1 | 16 | 140.1
xor2_1 | 13 | 113.9
