$ cat /design/flow/config.mk
export PLATFORM = sky130hd
export DESIGN_NAME = vga2ws
export DESIGN_NICKNAME = vga2ws
export VERILOG_FILES = /design/flow/design.v
export SDC_FILE = /design/flow/constraint.sdc
export NUM_CORES = 4
export LEC_CHECK = 1
export CORE_AREA = 10 10 98 98
export DIE_AREA = 0 0 108 108
$ cat /design/flow/constraint.sdc
current_design vga2ws

set clk_period 2.2
set clk_io_pct 0.2

create_clock -name clk0 -period $clk_period [get_ports {host_cs}]

set non_clock_inputs [all_inputs -no_clocks]
set_input_delay [expr $clk_period * $clk_io_pct] -clock clk0 $non_clock_inputs
set_output_delay [expr $clk_period * $clk_io_pct] -clock clk0 [all_outputs]
$ cat /design/flow/design.v
module vga2ws(host_reset,
				gen,
				rgb,
				hs,
				vs,
				rom_addr,
				rom_data,
				rom_oe,
				rom_we,
				ram_addr,
				ram_data,
				ram_we,
				host_data,
				host_busy,
				host_ad,
				host_cs
				);
input		gen, host_reset, host_cs, host_ad;
input		[7:0]		host_data;							 
output 	hs, vs, rom_oe, rom_we, ram_we, host_busy;
output	[5:0]		rgb;									 
output	[16:0]	rom_addr;							 
output	[13:0]	ram_addr;							 
inout		[7:0]		rom_data, ram_data;				 
reg		hs, vs, host_busy;							 
reg		[5:0]		rgb;									 
reg 		[11:0]	hreg;									 
reg		[9:0]		vreg;									 
reg		[7:0]		rom_reg,temp_reg1;				 
reg		[4:0]		cntrl_reg;							 
reg		[7:0]		sym_color;							 
reg		[2:0]		sym_attr;							 
reg		[16:0]	rom_addr_int,rom_addr_ext;		 
reg		[13:0]	ram_addr_int,ram_addr_ext;		 
reg		[4:0]		blink_dev;							 
wire		[7:0]		rom_input, ram_input;			 
wire		clk, gen_inv1, gen_inv2, gen_inv3, gen_inv4  ;
assign 	ram_data[7:0] = ((~host_busy) && (~host_ad) && (~ram_we) && (~cntrl_reg[2])) ? host_data[7:0] : 8'bz;
assign 	rom_data[7:0] = ((~host_busy) && (~host_ad) && (~rom_we) && (cntrl_reg[2])) ? host_data[7:0] : 8'bz;
assign	ram_input[7:0] = host_busy ? ram_data[7:0] : 8'b0;
assign	rom_input[7:0] = host_busy ? rom_data[7:0] : 8'b0;			
assign	ram_we = ((~host_busy) && (~host_ad) && (~cntrl_reg[2])) ? host_cs : 1'b1;
assign	rom_we = ((~host_busy) && (~host_ad) && (cntrl_reg[2])) ? host_cs : 1'b1;
assign	rom_oe = ~rom_we;
assign	ram_addr[13:0] = host_busy ? ram_addr_int[13:0] : ram_addr_ext[13:0];
assign	rom_addr[16:0] = cntrl_reg[2] ? rom_addr_ext[16:0] : rom_addr_int[16:0];
assign	gen_inv1 = ~gen,
			gen_inv2 = ~gen_inv1,
			gen_inv3 = ~gen_inv2,
			gen_inv4 = ~gen_inv3,
			clk = gen ^ gen_inv4;
always @(negedge clk)
begin 
	if(hreg[11:0]==12'd2527)							 
	begin
		hreg[11:0] <= 12'd0;
		if(vreg[9:0]==10'd596)							 
		begin
			vreg[9:0] <= 10'd0;
			blink_dev[4:0] <= blink_dev[4:0] + 5'd1;	 
		end
		else		
			vreg[9:0] <= vreg[9:0] + 10'd1;			 
	end
	else
		hreg[11:0] <= hreg[11:0] + 12'd1;			 
	if((hreg[11:0]==12'd2080) && host_reset)			 
		hs <= 1'd0;
	if(hreg[11:0]==12'd2432)							 
		hs <= 1'd1;
	if((vreg[9:0]==10'd545) && host_reset)				 
		vs <= 1'd0;
	if(vreg[9:0]==10'd548)								 
		vs <= 1'd1;
	if((vreg[9:0]<10'd512) && host_reset)					 
		host_busy <= 1'b1;
	else
		host_busy <= 1'b0;
	if((hreg[11:0]>12'd15) && (hreg[11:0]<12'd2064) && host_busy && host_reset)	 
	begin
		if(rom_reg[~hreg[3:1]]==1'b1)					 
		begin													 
			if(sym_color[3:0] == 4'd6)					 
				rgb[5:0] <= 6'b010100;
			else
			begin
				rgb[2:0] <= sym_color[2:0];			 
				if(sym_color[3])
					rgb[5:3] <= 3'b111;
				else
					rgb[5:3] <= 3'b000;
			end
		end	
		else
		begin													 
			if(sym_color[7:4] == 4'd6)					 
				rgb[5:0] <= 6'b010100;
			else
			begin
				rgb[2:0] <= sym_color[6:4];			 
				if(sym_color[7])
					rgb[5:3] <= 3'b111;
				else
					rgb[5:3] <= 3'b000;
			end
		end
	end	
	else
		rgb[5:0] = 6'd0;									 
	if(hreg[3:0] == 4'd0)								 
		ram_addr_int[13:0] <= {2'b00,vreg[8:4],hreg[10:4]};		 
	if(hreg[3:0]==4'd4)							
	begin
		temp_reg1[7:0] <= ram_input[7:0];			 
		ram_addr_int[13:0] <= {2'b01,vreg[8:4],hreg[10:4]};	 
	end
	if(hreg[3:0]==4'd8)
	begin
		rom_addr_int[16:0] <= {ram_input[7:3],temp_reg1[7:0],vreg[3:0]};	 
		sym_attr[2:0] <= ram_input[2:0];				 
		ram_addr_int[13:0] <= {2'b10,vreg[8:4],hreg[10:4]};	 
	end
	if(hreg[3:0]==4'd15)
	begin
		if(sym_attr[2] && ((vreg[3:0] == (4'd11 + cntrl_reg[4:3]))||(vreg[3:0] == (4'd12 + cntrl_reg[4:3]))))
			rom_reg[7:0] <= 8'd255;						 
		else
			rom_reg[7:0] <= rom_input[7:0];			 
		if(sym_attr[0] && blink_dev[4])				 
			if(sym_attr[1])								 
				sym_color[3:0] <= 4'd0;
			else
				sym_color[3:0] <= ram_input[7:4];
		else
			sym_color[3:0] <= ram_input[3:0];
		if(sym_attr[1] && blink_dev[4])				 
			sym_color[7:4] <= 4'd0;
		else
			sym_color[7:4] <= ram_input[7:4];
	end
end
always @(posedge host_cs)
begin 
	if(host_reset)
		cntrl_reg[2] <= 1'b0;
	if(host_ad)												 
		if(cntrl_reg[2])
		begin
			if(host_data[7:6] == 2'b00)				 
				rom_addr_ext[5:0] <= host_data[5:0];
			if(host_data[7:6] == 2'b01)				 
				rom_addr_ext[11:6] <= host_data[5:0];
			if(host_data[7:6] == 2'b10)				 
				rom_addr_ext[16:12] <= host_data[4:0];					
		end
		else
		begin
			if(host_data[7])								 
				if(host_data[6:5] == 2'b11)
					cntrl_reg[4:0] <= host_data[4:0];
				else
					ram_addr_ext[13:7] <= host_data[6:0];
			else
				ram_addr_ext[6:0] <= host_data[6:0];
		end
	else
	begin
		if(ram_addr_ext[13:0] == 14'd12287)				 
			ram_addr_ext[13:0] <= 14'd0;					 
		else
			ram_addr_ext[13:0] <= ram_addr_ext[13:0] + 14'd1;	 
	end
end
endmodule
$ cat /design/flow/run.sh
#!/bin/bash
# OpenROAD 26Q1-2900-gdf79404cd8, Yosys 0.63+post, stock flow scripts
make -C /OpenROAD-flow-scripts/flow DESIGN_CONFIG=/design/flow/config.mk WORK_HOME=/design/flow/orfs finish
==> impl_metrics.toml <==
# generated from flow reports
[global_route]
antenna_found_initial = 0
grt_pass1_vias = 1068
grt_usage_pct = 6.08
grt_max_degree = 15
overflow = 0
grt_pass1_wl_um = 5620

[synthesis]
top_cell_area_share_pct = 57.5
ys.flop_type = "edfxtp_1"
synthArstFlopShare_pct = 0
ys_top_cells_by_area = "edfxtp_1 (57%), buf_4 (13%), xnor2_1 (3.8%)"
postSynthAreaPerCell_um2 = 11.8
ys_area_mm2 = 0.00162
synth_flops = 32
postSynthSeqShare_pct = 58.7
synthDistinctLibCells = 27
yosys_warnings = 3
syn_area_mm2 = 0.00162
most_common_cell = "edfxtp_1"
synthCells = 137
edf_count = 31
synthTopCellsByCount = "edfxtp_1 (31), buf_4 (28), nand2_1 (15)"
ys_cells = 137
largest_area_cell = "edfxtp_1"

[floorplanning]
fp_util_pct = 21.2
num_rows = 32
die_y_um = 108
die_x_um = 108
core_mm2 = 0.00765
num_io_pins = 71
chipArea_mm2 = 0.0117

[finish]
final_cells = 288
syn_to_final_growth_pct = 32.6
layout-drive-gt1-share_pct = 6.99
n_fill_cell = 779
largest_reg_flops = 17

[clock_network]
cts.repair.resized = 0
tritoncts = "built"
root_buffer = "clkbuf_8"
htreeDepth = 2
cts_setup_buffers = 0
clock-sinks = 32
cts_hold_buf = 0
clockBufferDepth = 2
cts_buffers = 5
clk_pin_slew_ps = 60
insertion_delay_ps = 280

[drt]
wl_per_cell_um = 13.1
detail_route.first_pass.iterations = 4
route.vias.total = 1065
wl_um = 3780
antennaDiodeCount = 0
vias_per_cell = 3.70
drt_iter0_drc = 28
ant_nets = 0
drcViolationCount = 0

[pwr]
static-leakage-power_nw = 0.760
vdd_drop_max_mv = 0.167
powerDensity_mw_per_mm2 = 621
power.total_mw = 1.33

[timing]
tns_ps = 0
fin_crit_ps = 1810
post-route-period-util_pct = 82.4
finClkSkew_ps = 3.88
setup_viol = 0
setup_slack_ps = 387
fmax_ghz = 0.551
rsz0062_at_grt = "false"
slew_violations = 0
hold_violations = 0
hold_slack_ps = 547

[setup_path]
reg2reg_slack_ps = 390
worstSetupPathType = "register to register"
ff2ff_path_depth = 5
timing.critical_path.from = "ram_addr_ext[0]$_DFFE_PP_"
startpoint_type = "register"
required_ps = 2220
r2r_start = "ram_addr_ext[0]$_DFFE_PP_"
critPathMaxFanout = 10
r2r_end = "ram_addr_ext[11]$_DFFE_PP_"
critPathCaptureType = "register"
crit_arrival_ps = 1830

[placement]
io_buffers = 41
gp_congestion = 0.832
place_ws_ps = 312
placedCellCount = 281
dp_hpwl_um = 3000

[hold_path]
min_from = "cntrl_reg[2]$_DFF_P_"
holdPathStages = 2
hold_path_class = "register to register"
holdPathEnd = "cntrl_reg[2]$_DFF_P_"

[status]
status = "completed"

[job]
max_cap_violations = 0
warning_count = 26
[how the worst max path moves through the flow]
stage                                        end  slack, ps  cells after the start
after CTS             ram_addr_ext[11]$_DFFE_PP_        370                      5
after global routing   ram_addr_ext[4]$_DFFE_PP_        270                      5
final                 ram_addr_ext[11]$_DFFE_PP_        390                      5
[cell usage in the layout (no fill, tap or decap)]
cell type,netlist,final
clkdlybuf4s50_1,0,41
edfxtp_1,31,31
conb_1,2,28
nand2_1,15,15
o21ai_0,10,10
nor2_1,7,7
xnor2_1,7,7
nand3_1,6,6
inv_1,5,5
clkbuf_8,0,5
nor3_1,4,4
buf_4,28,4
xor2_1,3,3
nand4_1,2,2
o21ai_1,2,2
nand2b_1,2,2
clkinv_1,0,2
nand4_4,1,1
nor4_4,1,1
a31o_4,1,1
o311ai_0,1,1
nor4_1,1,1
a211o_2,1,1
a21oi_1,1,1
a21boi_1,1,1
o21a_1,1,1
o22ai_1,1,1
ha_1,1,1
dfxtp_1,1,1
[routing by layer]
| metal | track usage (%) | up-vias | wire (um) |
|---|---|---|---|
| met4 | 1.24 | 0 | 82 |
| met2 | 9.01 | 59 | 1650 |
| met3 | 2.71 | 7 | 446 |
| met1 | 8.17 | 475 | 1600 |
| li1 | - | 524 | - |
| met5 | 0 | - | 0 |
[power by group]
part	switching (mW)	leakage, nW	internal [mW]
clock network	0.193	0.0391	0.208
registers	0.0450	0.305	0.712
logic	0.0712	0.416	0.104
[cell families after synthesis]
| logic type | count (synthesis) | synth area share, % |
|---|---|---|
| simple gates | 39 | 12.7 |
| fa+ha+maj | 1 | 0.772 |
| compound gates | 19 | 7.57 |
| xor+xnor | 10 | 5.41 |
| flops | 32 | 58.7 |
| buf+inv | 34 | 14.4 |
| other cells | 2 | 0.463 |
[critical path, cell delays in order, from the launching register on]
cell,delay [ps]
edfxtp_1,390
ha_1,260
nand2_1,160
nor4_4,360
a31o_4,270
o21ai_0,120
[layout make-up]
type                    count  area [um2]  share of cell area (%)
repair buffers             45         440                    20.5
clock inverters             2        7.51                   0.349
inverters                   5        18.8                   0.874
flip-flops and latches     32         951                    44.3
clock buffers               5        68.8                    3.20
multi-input cells          97         534                    24.9
well taps                 102         128                    5.94
[stage by stage]
step | util, % | area, um2
floorplan | - | 1720
global placement | 27.1 | 2070
detailed placement | 27.1 | 2070
CTS | 28.1 | 2150
global route | 28.1 | 2150
finish | 28.1 | 2150
Power and IR drop assume default switching activity.
