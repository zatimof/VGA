$ cat ./config.mk
export PLATFORM = sky130hd
export DESIGN_NAME = vga
export DESIGN_NICKNAME = vga
export VERILOG_FILES = /design/flow/design.v
export SDC_FILE = /design/flow/constraint.sdc
export NUM_CORES = 4
export LEC_CHECK = 1
export CORE_UTILIZATION = 30
$ cat ./constraint.sdc
current_design vga

set clk_period 4.0
set clk_io_pct 0.2

create_clock -name clk0 -period $clk_period [get_ports {gen}]
create_clock -name clk1 -period $clk_period [get_ports {host_cs}]

set non_clock_inputs [all_inputs -no_clocks]
set_input_delay [expr $clk_period * $clk_io_pct] -clock clk0 $non_clock_inputs
set_output_delay [expr $clk_period * $clk_io_pct] -clock clk0 [all_outputs]
$ cat ./design.v
module vga(	reset,
				gen,
				rgb,
				hs,
				vs,
				led,
				rom_addr,
				rom_data,
				rom_rc,
				ram_addr,
				ram_data,
				ram_we,
				host_data,
				host_busy,
				host_ad,
				host_cs
				);
parameter 	line1_addr = 4'd12,
				line2_addr = 4'd13;						 
input		gen,reset,host_cs,host_ad;
input		[7:0]		rom_data;							 
input		[7:0]		host_data;							 
output 	hs,vs,led,rom_rc,ram_we,host_busy;
output	[5:0]		rgb;									 
output	[10:0]	rom_addr;							 
output	[13:0]	ram_addr;							 
inout		[7:0]		ram_data;							 
reg		hs,vs,led,rom_rc,host_busy,temp_reg3;	 
reg		[5:0]		rgb;									 
reg 		[10:0]	hreg;									 
reg		[9:0]		vreg;									 
reg		[7:0]		rom_reg,temp_reg1;				 
reg		[4:0]		cntrl_reg;							 
reg		[7:0]		sym_color;							 
reg		[2:0]		sym_attr,temp_reg2;				 
reg		[10:0]	rom_addr;							 
reg		[13:0]	ram_addr_int;						 
reg		[13:0]	ram_addr_ext;						 
reg		[4:0]		blink_dev;							 
wire		[7:0]		ram_input;							 
assign 	ram_data[7:0] = ((~host_busy) && (~host_ad) && (~ram_we)) ? host_data[7:0] : 8'bz,
			ram_input[7:0] = host_busy ? ram_data[7:0] : 8'b0;
assign	ram_we = ((~host_busy) && (~host_ad)) ? host_cs : 1'b1;
assign	ram_addr[13:0] = host_busy ? ram_addr_int[13:0] : ram_addr_ext[13:0];
always @(negedge gen)
begin 
	if(hreg[10:0]==11'd1600)							 
	begin
		hreg[10:0] <= 11'd0;
		if(vreg[9:0]==10'd525)							 
		begin
			vreg[9:0] <= 10'd0;
			led <= ~led;									 
			blink_dev[4:0] <= blink_dev[4:0] + 5'd1;	 
		end
		else		
			vreg[9:0] <= vreg[9:0] + 10'd1;			 
	end
	else
		hreg[10:0] <= hreg[10:0] + 11'd1;			 
	if((hreg[10:0]==11'd1344) && reset)				 
		hs <= 1'd0;
	if(hreg[10:0]==11'd1536)							 
		hs <= 1'd1;
	if((vreg[9:0]==10'd490) && reset)				 
		vs <= 1'd0;
	if(vreg[9:0]==10'd492)								 
		vs <= 1'd1;
	if((vreg[9:0]<10'd480) && reset)					 
		host_busy <= 1'b1;
	else
		host_busy <= 1'b0;
	if((hreg[10:0]>11'd31) && (hreg[10:0]<11'd1312) && host_busy && reset)	 
	begin
		if(rom_reg[~hreg[3:1]]==1'b1)					 
		begin													 
			if(sym_color[3:0] == 4'd6)					 
				rgb[5:0] <= 6'b010100;
			else
			begin
				rgb[2:0] <= sym_color[2:0];			 
				if(sym_color[3])
					rgb[5:3] <= 3'b111;
				else
					rgb[5:3] <= 3'b000;
			end
		end	
		else
		begin													 
			if(sym_color[7:4] == 4'd6)					 
				rgb[5:0] <= 6'b010100;
			else
			begin
				rgb[2:0] <= sym_color[6:4];			 
				if(sym_color[7])
					rgb[5:3] <= 3'b111;
				else
					rgb[5:3] <= 3'b000;
			end
		end
	end	
	else
		rgb[5:0] = 6'd0;									 
	if(hreg[3:0] == 4'd0)								 
		ram_addr_int[13:0] <= {2'b00,vreg[8:4],hreg[10:4]};
	if(hreg[3:0]==4'd4)							
	begin
		rom_addr[10:0] <= {ram_input[6:0],vreg[3:0]};	 
		temp_reg3 <= ram_input[7];						 
		temp_reg1[7:0] <= rom_data[7:0];				 
		sym_attr[2:0] <= temp_reg2[2:0];				 
	end
	if(hreg[3:0]==4'd5)
		ram_addr_int[13:0] <= {2'b01,vreg[8:4],hreg[10:4]};	 
	if(hreg[3:0]==4'd7)
		rom_rc <= 1'd0;									 
	if(hreg[3:0]==4'd10)
	begin
		rom_addr[10:0] <= {5'd0,ram_input[7:3],temp_reg3};		 
		temp_reg2[2:0] <= ram_input[2:0];			 
		ram_addr_int[13:0] <= {2'b10,vreg[8:4],hreg[10:4]}-1;	 
	end
	if(hreg[3:0]==4'd13)
		rom_rc <= 1'd1;									 
	if((hreg[3:0]==4'd15) && host_busy)
	begin
		sym_color[7:0] <= ram_input[7:0];			 
		if(sym_attr[2] && ((vreg[3:0] == (4'd11 + cntrl_reg[4:3]))||(vreg[3:0] == (4'd12 + cntrl_reg[4:3]))))
			rom_reg[7:0] <= 8'd255;						 
		else
			rom_reg[7:0] <= temp_reg1[7:0];			 
		if(sym_attr[0] && blink_dev[4])				 
			if(sym_attr[1])								 
				sym_color[3:0] <= 4'd0;
			else
				sym_color[3:0] <= ram_input[7:4];
		else
			sym_color[3:0] <= ram_input[3:0];
		if(sym_attr[1] && blink_dev[4])				 
			sym_color[7:4] <= 4'd0;
		else
			sym_color[7:4] <= ram_input[7:4];	
	end
end
always @(posedge host_cs)
begin 
	if(host_ad)												 
	begin
		if(host_data[7])									 
			if(host_data[6:5] == 2'b11)
				cntrl_reg[4:0] <= host_data[4:0];
			else
				ram_addr_ext[13:7] <= host_data[6:0];
		else
			ram_addr_ext[6:0] <= host_data[6:0];
	end
	else
	begin
		if(ram_addr_ext[6:0] == 7'd79)				 
			if(ram_addr_ext[11:7] == 7'd29)			
				if(ram_addr_ext[13:12] == 2'b10)
					ram_addr_ext[13:0] <= 14'd0;		 
				else
					ram_addr_ext[13:0] <= ram_addr_ext[13:0] + 14'd305;	 
			else
				ram_addr_ext[13:0] <= ram_addr_ext[13:0] + 14'd49;	 
		else
			ram_addr_ext[13:0] <= ram_addr_ext[13:0] + 14'd1;	 
	end
end
endmodule
$ cat ./run.sh
#!/bin/bash
# OpenROAD 26Q1-2900-gdf79404cd8, Yosys 0.63+post, stock flow scripts
make -C /OpenROAD-flow-scripts/flow DESIGN_CONFIG=/design/flow/config.mk WORK_HOME=/design/flow/orfs finish
==> results.txt <==
run results: Die Y=between 100 and 150 um, Placed Area=between 0.006 and 0.007 mm2, Synth cell types=59, Fail Step=clock tree synthesis, yosys cell count=about 510, Flops after synth=about 110, Max-area cell share=between 40% and 50%, Post-DP HPWL=between 9000 and 10000 um, hold_buf cts=0, syn_area_per_cell=about 11 um2, boundary pin count=approximately 65, Synth warnings=2, Post-Synthesis Cells=just over 500, IO Port Bufs=around 55, area leader, netlist=edfxtp_1, Horiz. Die Dim=approximately 140 um, chip area in the Yosys report=0.00554 mm2, synthesized area=~0.0055 mm2, Synth Seq Share=54.0%, most instantiated cells after synthesis=edfxtp_1 (83), nand2_1 (52), nor2_1 (47), a21oi_1 (29), Post-CTS Resized=between 90 and 100, dpl ws=-0.0620 ns, postcts setup bufs=13, Main synth FF type=edfxtp_1, routability congestion estimate from global placement=roughly 0.85, Stop Error=[error] [KeplerFormal.cpp:679] Workflow failed: Iso has multiple drivers: .host_data3, input5.X0, count leader, synth=edfxtp_1, top cells by area=edfxtp_1 (45%), dfxtp_1 (9.0%), xnor2_1 (4.3%), nand2_1 (3.5%), ha_1 (3.4%), flip-flops with a built-in enable=~83, row count=49, status=did not finish, fp_density=30.8%, asr flop ratio synth=0%
-- through the flow --
stage          cells  total power [mW]  hold WS, ns  utilization [%]
2_1_floorplan    514              1.50        0.400                -
3_3_place_gp     778              1.59        0.404             35.1
3_5_place_dp     778              1.59        0.407             35.1
-- cells by family after synthesis --
logic type	share of synthesized area (%)
and+or+nand+nor	17.4
DFF	54.0
AOI/OAI and AO/OA	8.96
buffers and inverters	5.03
xor gates and xnor gates	7.27
muxes	4.02
adders and majority gates	3.39
No activity file was given, so power comes from the tool's default toggle rates.
